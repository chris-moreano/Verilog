`design/flow/config.mk`:
```
export PLATFORM = sky130hd
export DESIGN_NAME = LED_MUX
export DESIGN_NICKNAME = LED_MUX
export VERILOG_FILES = /design/flow/design.v
export SDC_FILE = /design/flow/constraint.sdc
export NUM_CORES = 4
export LEC_CHECK = 1
export CORE_AREA = 10 10 70 70
export DIE_AREA = 0 0 80 80
```
`design/flow/constraint.sdc`:
```
current_design LED_MUX

set clk_period 1.8
set clk_io_pct 0.2

create_clock -name clk0 -period $clk_period [get_ports {clk}]

set non_clock_inputs [all_inputs -no_clocks]
set_input_delay [expr $clk_period * $clk_io_pct] -clock clk0 $non_clock_inputs
set_output_delay [expr $clk_period * $clk_io_pct] -clock clk0 [all_outputs]
```
`design/flow/design.v`:
```
module led(number, s0, s1, s2, s3, s4, s5, s6); 
output s0, s1, s2, s3, s4, s5, s6; 
input [3:0] number; 
reg s0, s1, s2, s3, s4, s5, s6; 
always @ (number) 
	begin  
		case (number)  
		4'b0000: begin s0=0; s1=0; s2=0; s3=1; s4=0; s5=0; s6=0; end
		4'b0001: begin s0=1; s1=0; s2=1; s3=1; s4=0; s5=1; s6=1; end
		4'b0010: begin s0=0; s1=1; s2=0; s3=0; s4=0; s5=1; s6=0; end
		4'b0011: begin s0=0; s1=0; s2=1; s3=0; s4=0; s5=1; s6=0; end
		4'b0100: begin s0=1; s1=0; s2=1; s3=0; s4=0; s5=0; s6=1; end
		4'b0101: begin s0=0; s1=0; s2=1; s3=0; s4=1; s5=0; s6=0; end
		4'b0110: begin s0=0; s1=0; s2=0; s3=0; s4=1; s5=0; s6=0; end
		4'b0111: begin s0=1; s1=0; s2=1; s3=1; s4=0; s5=1; s6=0; end
		4'b1000: begin s0=0; s1=0; s2=0; s3=0; s4=0; s5=0; s6=0; end
		4'b1001: begin s0=0; s1=0; s2=1; s3=0; s4=0; s5=0; s6=0; end
		default: begin s0=1; s1=1; s2=1; s3=1; s4=1; s5=1; s6=1; end
		endcase 
	end
endmodule   
module BARDCODE_LED(in_A,in_B,out);
input [2:0] in_A, in_B;
output reg [5:0] out;
always @ (in_A,in_B)
	begin
		out[2:0] = in_B;
		out[5:3] = in_A;
	end
endmodule
module LED_MUX (clk, rst, LED0, LED1, LED2, LED3, LEDOUT, LEDSEL);
input clk, rst;
input [7:0] LED0, LED1, LED2, LED3;
output[3:0] LEDSEL;
output[7:0] LEDOUT;
reg [3:0] LEDSEL;
reg [7:0] LEDOUT;
reg [1:0] index;
always @(posedge clk)
	begin
	if(rst)
	index = 0;
	else
	index = index + 1;
	end
	always @(index, LED0, LED1, LED2, LED3)
	begin
		case(index)
			0: begin
			LEDSEL = 4'b1110;
			LEDOUT = LED0;
				end
			1: begin
			LEDSEL = 4'b1101;
			LEDOUT = LED1;
				end
			2: begin
			LEDSEL = 4'b1011;
			LEDOUT = LED2;
				end
			3: begin
			LEDSEL = 4'b0111;
			LEDOUT = LED3;
				end
			default: begin
			LEDSEL = 0; LEDOUT = 0;
						end
		endcase
	end
endmodule
module clk_gen(clk50MHz, rst, clksec4, clk_5KHz);
input clk50MHz, rst;
output clksec4, clk_5KHz;
reg clksec4, clk_5KHz;
integer count, count1;
always@(posedge clk50MHz)
begin
	if(rst)
	begin
		count = 0;
		count1 = 0;
		clksec4 = 0;
		clk_5KHz  =0;
	end
	else 
	begin
		if(count == 100000000)
		begin
			clksec4 = ~clksec4;
			count = 0;
		end
		if(count1 == 20000)
		begin
			clk_5KHz = ~clk_5KHz;
			count1 = 0;
		end			
		count = count + 1;
		count1 = count1 + 1;					 		
	end
end
endmodule
module debounce(pb_debounced, pb, clk); 
input pb, clk; 
output pb_debounced; 
reg [7:0] shift; 
reg pb_debounced; 
always @ (posedge clk) 
begin 
	shift[6:0] <= shift[7:1]; 
	shift[7] <= pb; 
	if (shift==4'b0000) 
		pb_debounced <= 1'b0; 
	else pb_debounced <= 1'b1; 
end 
endmodule
```
`design/flow/run.sh`:
```
#!/bin/bash
# OpenROAD 26Q1-2900-gdf79404cd8, Yosys 0.63+post, stock flow scripts
make -C /OpenROAD-flow-scripts/flow DESIGN_CONFIG=/design/flow/config.mk WORK_HOME=/design/flow/orfs finish
```
==> results.yml <==
# implementation run metrics
logic_synthesis:
  yosysWarnings: 1
  syn_area_per_cell_um2: 7.96
  topCellsByArea: "a222oi_1 (25%), nor2b_1 (17%), ha_1 (15%)"
  synth_top_cell_by_area: "a222oi_1"
  ys_types: 9
  top_area_frac: 0.245
  yosysChipArea_um2: 327
  synth-edff-count: 0
  synthFlopType: "dfxtp_1"
  ys_seq_share: 0.123
  top_cells_by_count: "nor2b_1 (9), a21oi_1 (8), a222oi_1 (8), inv_1 (5), ha_1 (4)"
  syn-cell-area_um2: 327
  yosysMostFrequentCell: "nor2b_1"
  ys_seq_elements: 2
  async_reset_ff_frac: 0
  ys_cells: 41
  synthCells: 41
sta:
  tns_ns: -0.407
  finalHoldViolations: 0
  max_freq_ghz: 0.510
  finalClockPeriodUsage: 1.09
  setup_viol: 8
  fin_hold_ws_ns: 0.533
  slew_headroom: 0.780
  worst_pin_slew_ns: 0.330
  finalCriticalPeriod_ns: 1.96
  finClkSkew_ns: 0.00169
  setup_ws_ns: -0.160
  slew_viol_final: 0
  rsz0062_at_grt: "yes"
run:
  cap_violations: 0
  tool_warnings: 30
clock_tree:
  hold_buffers: 0
  cts_tree: "yes"
  clkSinkCount: 2
  cts_root_buf: "clkbuf_4"
  clk_pin_slew_worst_paths_ns: 0.03
  cts_buffers: 3
  htreeDepth: 1
  cts_max_path_buffers: 2
  clock.latency.late_pin_ns: 0.22
routing:
  antenna_left: 0
  dr_total_vias: 528
  antenna_cells: 0
  viasPerCell: 3.57
  drc: 0
  first_iter_violations: 33
  wirelength_um: 2080
  first_pass_iters: 4
  routedWlPerCell_um: 14.0
die:
  rows: 21
  chipArea_um2: 6400
  fp_util: 0.0956
  die_height_um: 80
  io_pins: 46
  core_area_um2: 3420
  fp.dieW_um: 80
grt:
  grt_use_met1: 0.0549
  gr-usage-met3: 0.0125
  met2_usage: 0.130
  globalRouteTotalUtil: 0.0603
  overflow: 0
  grt_pass1_wl_um: 3060
  busiest_layer: "met2"
  grt_pass1_vias: 546
  grt_max_degree: 8
  antenna_found_initial: 0
status:
  violations: "setup timing"
  outcome: "finished with violations"
placed_design:
  gp_congestion: 0.739
  dp_hpwl_um: 1600
  io_buffers: 45
  dpl_cell_area_um2: 808
setup_path:
  crit_type: "flop to output pin"
  cp-start-kind: "flop"
  crit_chain: "buf_12 > ha_4 > buf_6 > a222oi_1 > a21oi_1 > buf_2"
  cp_max_fo: 7
  max_stage_delay_ns: 0.37
  required_ns: 1.44
  end_kind: "output pin"
  cp_data_arrival_time_ns: 1.60
  crit_path_top_delay_cell: "a222oi_1"
power_and_ir_drop:
  power_density_nw_per_um2: 434
  ir_worst_vdd_mv: 0.125
  power_w: 0.000430
  p_leak_nw: 0.392
worst_hold_path:
  hold_path.class: "flop to flop"
final_layout:
  final_area_um2: 990
  drive_above_1_share: 0.353
  largest_register_ffs: 2
  syn2layout_area_growth_pct: 203
-- per-layer routing --
metal / up-vias / wire length (µm)
met2: 8 / 1400
met3: 0 / 64
met5: - / 0
li1: 280 / -
met4: 0 / 0
met1: 240 / 612
-- layout by cell type, fill, tap and decap left out, drive strengths merged --
cell type and instances:
a21oi 8, clkbuf 3, inv 6, dlygate4sd2 3, nor2 1, ha 4
buf 24, clkdlybuf4s50 34, nor2b 9, dfxtp 2, a222oi 8
-- where the power goes --
part           switching, W  internal (W)
registers        0.00000721     0.0000490
clock network     0.0000263     0.0000736
logic             0.0000857      0.000188
total              0.000119      0.000310
-- stage by stage --
stage	setup WS [ns]	util	instances
after floorplan	0.350	-	41
after global placement	-0.227	0.237	130
after detailed placement	-0.249	0.237	130
after CTS	-0.154	0.288	147
after global routing	-0.200	0.290	148
final	-0.160	0.290	148
-- final timing paths --
path / start / to / slack, ns / cells after the start
worst min register to register: index[0]$_SDFF_PP0_ / index[0]$_SDFF_PP0_ / 0.53 / 2
worst max register to register: index[0]$_SDFF_PP0_ / index[1]$_SDFF_PP0_ / 0.83 / 4
worst max-delay path: index[0]$_SDFF_PP0_ / LEDOUT[4] / -0.16 / 6
worst min-delay path: index[0]$_SDFF_PP0_ / index[0]$_SDFF_PP0_ / 0.53 / 2
-- repair_timing --
action	CTS	global route
pin swaps	20	9
setup buffers	14	1
resized	49	0
setup endpoints to repair	12	9
-- logic make-up (layout without fill, tap and decap cells) --
group	after synthesis	count (layout)	synth area share
flops	2	2	0.123
simple gates	10	10	0.184
compound gates	16	16	0.368
buf+inv	9	70	0.172
fa+ha+maj	4	4	0.153
-- final cells by class --
cell class | count | area [µm²]
Clock buffer | 3 | 22.5
Fill cell | 360 | 2430
Inverter | 6 | 27.5
Multi-Input combinational cell | 30 | 280
Sequential cell | 2 | 47.5
Tap cell | 46 | 57.6
Timing Repair Buffer | 61 | 554
-- critical path, delay by kind of cell, from the launching register on --
kind	cells	cell delay, ns
buffers and inverters	3	0.36
adder cells (fa/ha/maj)	1	0.18
flip-flops	1	0.35
AND-OR/OR-AND	2	0.49
Power and IR drop assume default switching activity.
