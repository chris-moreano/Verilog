===== /design/flow/run.sh =====
#!/bin/bash
# OpenROAD 26Q1-2900-gdf79404cd8, Yosys 0.63+post, stock flow scripts
make -C /OpenROAD-flow-scripts/flow DESIGN_CONFIG=/design/flow/config.mk WORK_HOME=/design/flow/orfs finish

===== /design/flow/design.v =====
module RF(clk, rea, reb, raa, rab, we, wa, din, douta, doutb);
input [2:0] din;
input [1:0] raa, rab, wa;
input clk, rea, reb, we;
output [2:0] douta, doutb;
reg [2:0] RF [3:0];
assign douta = (rea) ? RF[raa] : 0;
assign doutb = (reb) ? RF[rab] : 0;
always@(posedge clk)
	begin
		if (we)
			RF[wa] = din;
		else
			RF[wa] = RF[wa];
	end
endmodule

===== /design/flow/config.mk =====
export PLATFORM = sky130hd
export DESIGN_NAME = RF
export DESIGN_NICKNAME = RF
export VERILOG_FILES = /design/flow/design.v
export SDC_FILE = /design/flow/constraint.sdc
export NUM_CORES = 4
export LEC_CHECK = 1
export CORE_AREA = 10 10 77 77
export DIE_AREA = 0 0 87 87

===== /design/flow/constraint.sdc =====
current_design RF

set clk_period 2.0
set clk_io_pct 0.2

create_clock -name clk0 -period $clk_period [get_ports {clk}]

set non_clock_inputs [all_inputs -no_clocks]
set_input_delay [expr $clk_period * $clk_io_pct] -clock clk0 $non_clock_inputs
set_output_delay [expr $clk_period * $clk_io_pct] -clock clk0 [all_outputs]

==> metrics.yaml <==
detailed_routing:
  firstDrtPassIters: 4
  antennaDiodeCount: 0
  drc_errors: 0
  drt_iter0_markers: 24
  wire_per_inst_um: 13.25
  wirelength_um: 1749
  viasPerCell: 4.023
  vias: 531
  final_antenna_net_count: 0
finish:
  largest_register_ffs: 12
  nFillCells: 443
  area_growth_pct: 54.41
  stdcell_area_um2: 1072
  area.combinational_um2: 307.8
  utilization: 0.2463
  ff_latch_area_um2: 360.3
  drive_gt1_frac: 0.4000
  finalNonFillerCells: 132
final_timing:
  finalSetupViolations: 0
  final_max_slew_viol_count: 0
  tns_ns: 0
  rsz0062_at_grt: "no"
  timing.hold.ws_ns: 0.8620
  fin_crit_ns: 1.943
  clock_skew_ns: 0.002330
  max_clock_freq_ghz: 0.5147
  setup_ws_ns: 0.05725
  hold_violations: 0
  finalCritPeriodShare: 0.9714
  worstMarginPinSlew_ns: 0.3491
  slew_headroom: 0.7668
synthesis:
  simple_gate_share: 0.1009
  synthAdderAreaFrac: 0
  ys_cells: 44
  avgSynthCellArea_um2: 15.78
  synth.top_cells.by_area: "edfxtp_1 52%, mux4_1 23%, and2_1 6.3%"
  synthesis.area_um2: 694.4
  synth_cell_types: 12
  yosys_most_used_dff: "edfxtp_1"
  synth_compound_gate_area_share: 0.04865
  ys_area_um2: 694.4
  yosys_warnings: 2
  top_logic_kind: "multiplexers"
  top_cells_by_count: "12 x edfxtp_1, 7 x and2_1, 6 x mux4_1"
  synth_cells: 44
  yosysSeqAreaShare: 0.5189
  top_area_cell: "edfxtp_1"
  ys_sh_xor: 0
  enable_flop_cells: 12
  synthArstFlopShare: 0
  top_cell: "edfxtp_1"
  mux_share: 0.3189
  synth_top_area_share: 0.5189
  synth_flops: 12
pwr:
  seqPwrFrac: 0.474
  p_int_mw: 0.5156
  p_leak_nw: 0.4090
  ir_worst_vdd_uv: 180.8
  pwr-share-clk: 0.326
  p_sw_frac: 0.2006
  power_mw: 0.6450
  comb_power_share: 0.200
  power_density_nw_per_um2: 601.5
  p_sw_mw: 0.1294
floorplanning:
  core_area_um2: 4354
  fp_util: 0.1595
  die_w_um: 87
  dieArea_um2: 7569
  die_h_um: 87
  rows: 24
  pin_count: 19
global_routing:
  grt_pass1_wl_um: 2642
  grt_pass1_vias: 539
  antenna_found_initial: 0
  grt_max_degree: 11
  overflow: 0
  grt_use_total: 0.04510
critical_path:
  crit_slowest_cell: "mux4_2"
  slowest_delay_ns: 0.44
  critPathKind: "register to primary output"
  cp.arrival_ns: 1.54
  cp_num_buf_inv: 2
  worstPathRequired_ns: 1.60
  path_delay_family: "multiplexers"
  critPathMaxFanout: 2
  critPathLaunchType: "register"
  cp_cell_sequence: "buf_6 > mux4_2 > and2_4 > clkdlybuf4s15_1"
  crit_path_end_kind: "primary output"
placement:
  place_congestion: 0.8407
  dpl-instance-area_um2: 942.2
  dp_slack_ns: -0.4783
  dp.cells: 114
  io_buffers: 18
  dp_hpwl_um: 1143
clock_network:
  cts_num_sinks: 12
  cts-root-buf: "clkbuf_8"
  cts_buffers: 3
  h-tree-depth: 1
  hold_buffers: 0
  cts_max_path_buffers: 2
  clock_latency_ns: 0.23
  cts_tree: "done"
  clk_pin_slew_ns: 0.05
min_path:
  hold_class: "register to register"
run_status:
  status: "finished clean"
job:
  warnings: 25
  drv_cap: 0
-- path summary, 6_finish.rpt --
path | cells past startpoint | startpoint | endpoint | slack [ns]
worst max-delay path | 4 | RF[2][0] | douta[0] | 0.06
worst min-delay path | 2 | RF[1][1] | RF[0][1] | 0.86
worst max register to register | 4 | RF[2][0] | RF[3][0] | 0.69
worst min register to register | 2 | RF[1][1] | RF[0][1] | 0.86
-- cell usage in the layout (no fill, tap or decap), types with 2 or more instances in the layout --
cell and instances:
and2_4 2, clkdlybuf4s15_1 2, nor2b_1 2, nor2_1 2
o22ai_1 3, clkdlybuf4s50_1 8, mux2_2 3, buf_6 5
clkbuf_8 3, buf_4 10, mux2i_1 3, edfxtp_1 12
buf_2 2, mux4_2 6, a21oi_1 3, dlygate4sd2_1 5
and2_1 5
-- cell type report --
class,instances,share of cell area
Multi-Input combinational cell,30,0.2870
Clock buffer,3,0.03851
Timing Repair Buffer,33,0.2707
Tap cell,52,0.06068
Inverter,1,0.003501
Sequential cell,12,0.3361
Clock inverter,1,0.003501
-- what timing repair did --
action / in CTS / in global routing
gates cloned: 0 / 0
gates resized: 22 / 11
setup endpoints to repair: 6 / 3
setup buffers: 13 / 2
endpoints found under the hold margin: 0 / 0
pin swaps: 6 / 2
-- power by group through the flow --
stage | registers [mW] | clock network [mW] | logic [mW]
final | 0.306 | 0.210 | 0.129
after global routing | 0.307 | 0.228 | 0.140
after CTS | 0.304 | 0.214 | 0.121
-- worst min-delay path: cells and delay by family (launching register included) --
kind / cells / cell delay [ns]
DFF: 1 / 0.36
AOI/OAI and AO/OA: 1 / 0.25
muxes: 1 / 0.09
-- metal layers --
| layer | wire length, um | vias up | track usage |
|---|---|---|---|
| met3 | 270 | 4 | 0.02453 |
| met2 | 625 | 30 | 0.05463 |
| li1 | - | 250 | - |
| met5 | 0 | - | 0 |
| met1 | 833 | 247 | 0.06878 |
| met4 | 20 | 0 | 0.007364 |
-- logic make-up after synthesis --
kind of cell	Yosys count
multiplexers	12
flip-flops	12
buffers and inverters	2
AND-OR/OR-AND	6
AND/OR/NAND/NOR	12
No activity file was given, so power comes from the tool's default toggle rates.
